### config.mk
export PLATFORM = sky130hd
export DESIGN_NAME = small_calculator
export DESIGN_NICKNAME = small_calculator
export VERILOG_FILES = /design/flow/design.v
export SDC_FILE = /design/flow/constraint.sdc
export NUM_CORES = 4
export LEC_CHECK = 1
export CORE_UTILIZATION = 30
### constraint.sdc
current_design small_calculator

set clk_period 5.0
set clk_io_pct 0.2

create_clock -name clk0 -period $clk_period [get_ports {clk}]

set non_clock_inputs [all_inputs -no_clocks]
set_input_delay [expr $clk_period * $clk_io_pct] -clock clk0 $non_clock_inputs
set_output_delay [expr $clk_period * $clk_io_pct] -clock clk0 [all_outputs]
### design.v
module alu (
        input  wire [1:0] c,
        input  wire [3:0] in0,
        input  wire [3:0] in1,
        output reg  [3:0] alu_out
    );
    always @ (in0, in1, c) begin
        case(c)
            2'b00: alu_out = in0 + in1;
            2'b01: alu_out = in0 - in1;
            2'b10: alu_out = in0 & in1;
            2'b11: alu_out = in0 ^ in1;
        endcase
    end
endmodule
module mux2 #(parameter WIDTH = 4) (
        input  wire             sel,
        input  wire [WIDTH-1:0] in0,
        input  wire [WIDTH-1:0] in1,
        output wire [WIDTH-1:0] out
    );
    assign out = (sel == 1'b1) ? in1 : in0;
endmodule
module mux4 #(parameter WIDTH = 4) (
        input  wire [1:0]       sel,
        input  wire [WIDTH-1:0] in0,
        input  wire [WIDTH-1:0] in1,
        input  wire [WIDTH-1:0] in2,
        input  wire [WIDTH-1:0] in3,
        output reg  [WIDTH-1:0] out
    );
    always @ (*) begin
        case(sel)
            2'b00: out = in0;
            2'b01: out = in1;
            2'b10: out = in2;
            2'b11: out = in3;
        endcase
    end
endmodule
module register_file (
        input  wire       clk,
        input  wire       rea,
        input  wire       reb,
        input  wire       we,
        input  wire [1:0] raa,
        input  wire [1:0] rab,
        input  wire [1:0] wa,
        input  wire [3:0] din, 
        output wire [3:0] douta,
        output wire [3:0] doutb
    );
    reg [3:0] RegFile[3:0];
    always @ (posedge clk) begin
        if(we) begin
            RegFile[wa] <= din;
        end
        else begin
            RegFile[wa] <= RegFile[wa];
        end
    end
    assign douta = (rea == 1'b1) ? RegFile[raa] : 4'b0;
    assign doutb = (reb == 1'b1) ? RegFile[rab] : 4'b0;
endmodule
`timescale 1ns/1ps
module small_calculator (
        input  wire       clk,
        input  wire       go,
        input  wire [1:0] op,
        input  wire [3:0] in1,
        input  wire [3:0] in2,
        output wire [3:0] out,
        output wire [2:0] CS,
        output wire       done
    );
    wire [1:0] s1;
    wire [1:0] wa;
    wire [1:0] raa;
    wire [1:0] rab;
    wire [1:0] c;
    wire we;
    wire rea;
    wire reb;
    wire s2;
    small_calculator_dp DP (
            .clk        (clk),
            .in1        (in1),
            .in2        (in2),
            .s1         (s1),
            .wa         (wa),
            .raa        (raa),
            .rab        (rab),
            .c          (c),
            .we         (we),
            .rea        (rea),
            .reb        (reb),
            .s2         (s2),
            .out        (out)
        );
    small_calculator_cu CU (
            .clk        (clk),
            .go         (go),
            .op         (op),
            .s1         (s1),
            .wa         (wa),
            .raa        (raa),
            .rab        (rab),
            .c          (c),
            .we         (we),
            .rea        (rea),
            .reb        (reb),
            .s2         (s2),
            .done       (done),
            .CS         (CS)
    );
    initial begin
        $dumpfile("small_calculator_waveform.vcd");
        $dumpvars(0, small_calculator);
    end
endmodule
module small_calculator_cu (
        input  wire       clk,
        input  wire       go,
        input  wire [1:0] op, 
        output wire [1:0] s1,
        output wire [1:0] wa,
        output wire [1:0] raa,
        output wire [1:0] rab,
        output wire [1:0] c,
        output wire       we,
        output wire       rea,
        output wire       reb,
        output wire       s2,
        output wire       done,
        output reg  [2:0] CS
    );
    always @(posedge clk) begin
        CS <= NS;
    end
    reg [2:0]  NS;
    reg [14:0] control;
    parameter IDLE  = 15'b00_00_0_00_0_00_0_00_0_0,
              LOAD1 = 15'b01_01_1_00_0_00_0_00_0_0,
              LOAD2 = 15'b10_10_1_00_0_00_0_00_0_0,
              ADD   = 15'b11_11_1_01_1_10_1_00_0_0,
              SUB   = 15'b11_11_1_01_1_10_1_01_0_0,
              AND   = 15'b11_11_1_01_1_10_1_10_0_0,
              XOR   = 15'b11_11_1_01_1_10_1_11_0_0,
              DONE  = 15'b00_00_0_11_1_11_1_10_1_1;
    parameter S0 = 3'd0,
              S1 = 3'd1,
              S2 = 3'd2,
              S3 = 3'd3,
              S4 = 3'd4;
    always @ (CS, go) begin
        case(CS)
            S0: NS = (go == 1'b1) ? S1 : S0;
            S1: NS = S2;
            S2: NS = S3;
            S3: NS = S4;
            S4: NS = S0;
            default: NS = (go == 1'b1) ? S1 : S0;
        endcase
    end
    always @(CS, op) begin
        case(CS)
            S0: control = IDLE;
            S1: control = LOAD1;
            S2: control = LOAD2;
            S3: begin
                case (op)
                    2'b00: control = ADD;
                    2'b01: control = SUB;
                    2'b10: control = AND;
                    2'b11: control = XOR;
                endcase
            end
            S4: control = DONE;
        endcase
    end
    assign {s1, wa, we, raa, rea, rab, reb, c, s2, done} = control;
endmodule
module small_calculator_dp (
        input  wire       clk,
        input  wire [3:0] in1,
        input  wire [3:0] in2,
        input  wire [1:0] s1,
        input  wire [1:0] wa,
        input  wire [1:0] raa,
        input  wire [1:0] rab,
        input  wire [1:0] c,
        input  wire       we,
        input  wire       rea,
        input  wire       reb,
        input  wire       s2,
        output wire [3:0] out        
    );
    wire [3:0] mux1out;
    wire [3:0] douta;
    wire [3:0] doutb;
    wire [3:0] aluout;
    mux4 #(
        .WIDTH(4)
    ) MUX1 (
            .sel        (s1),
            .in0        (4'b0),
            .in1        (in1),
            .in2        (in2),
            .in3        (aluout),
            .out        (mux1out)
        );
    register_file RF (
            .clk        (clk),
            .rea        (rea),
            .reb        (reb),
            .we         (we),
            .raa        (raa),
            .rab        (rab),
            .wa         (wa),
            .din        (mux1out),
            .douta      (douta),
            .doutb      (doutb)
        );
    alu ALU (
            .c          (c),
            .in0        (douta),
            .in1        (doutb),
            .alu_out    (aluout)
        );
    mux2 #(
        .WIDTH(4)
    ) MUX2 (
            .sel        (s2),
            .in0        (4'b0),
            .in1        (aluout),
            .out        (out)
        );
endmodule
### run.sh
#!/bin/bash
# OpenROAD 26Q1-2900-gdf79404cd8, Yosys 0.63+post, stock flow scripts
make -C /OpenROAD-flow-scripts/flow DESIGN_CONFIG=/design/flow/config.mk WORK_HOME=/design/flow/orfs finish
==> results.tsv <==
stage	metric	value	unit
status	status	finished clean	
cts	CTS tree	yes	
floorplanning	core region area	3800	um^2
timing	final setup vio count	0	
critical_path	CP Depth	15	
cts	Clock Latency Late Sink	0.25	ns
timing	Max Slew Vio Count	0	
cts	hold_buf cts	0	
yosys	Post-synth regs	22	
min_path	Hold WC Path Type	register to register	
yosys	Post-synth top flop	edfxtp_1	
critical_path	delay of the slowest cell on the worst path	0.47	ns
timing	endpoints left unconstrained	20	
grt	antenna violations before repair	0	
critical_path	FF-to-FF End	DP.RF.RegFile[3][3]$_DFFE_PP_	
yosys	Post-synth area hogs	edfxtp_1, dlxtn_1, ha_1	
timing	Max Fclk	0.247	GHz
routing	Antenna Violating Nets Remaining	0	
yosys	post-synth design cell area	1230	um^2
yosys	top cells by count	nand2_1, edfxtp_1, inv_1	
timing	Slew @ Worst Pin	0.428	ns
timing	register pins left without a clock	7	
critical_path	CP delay by family, top	buffers and inverters	
cts	Setup Buffers After CTS	0	
routing	Ant. Diodes	0	
job	Max Cap Viol	0	
floorplanning	Horiz. Die Dim	65.9	um
yosys	warnings from Yosys	7	
yosys	number of enable flip-flop cells	12	
floorplanning	die footprint	4350	um^2
grt	GR Overflow Total	0	
grt	Tot GR Track Use	11.0	%
cts	# H-tree levels	1	
critical_path	R2R Setup Slk	2.44	ns
yosys	post-synthesis chip area from yosys	1230	um^2
finish	fill cell count	380	
critical_path	Worst Setup SP	DP.RF.RegFile[2][1]$_DFFE_PP_	
timing	Fin Clk Skew	0.00520	ns
timing	RSZ-0062 raised after global routing	false	
cts	post-cts resize count	0	
routing	drt total wl	2100	um
grt	first-pass GRT wire length	3640	um
routing	Vias	908	
cts	Num CTS Buffers	3	
timing	Final Critical Period	4.04	ns
timing	cycle use final	80.8	%
finish	layout cells sized above 1	6.08	%
critical_path	worst path bufs/invs	4	
grt	largest net degree at the start of global routing	16	
timing	slew margin rel.	71.4	%
floorplanning	die boundary height	65.9	um
placement	Port-buffer cells	19	
yosys	ys cells	130	
placement	Placer Congestion	0.882	
placement	hpwl dp	1720	um
critical_path	WP data arrival	3.04	ns
finish	Flop area	526	um^2
finish	Final Cell Area	1500	um^2
routing	Detailed Route Iter0 Violations	32	
grt	vias in the first global route	841	
yosys	area leader, netlist	edfxtp_1	
routing	drt via density	4.63	
routing	Pre-Repair DR Iteration Count	4	
min_path	worst hold stages	1	
min_path	Worst Hold Launch	CU.CS[2]$_DFF_P_	
critical_path	worst r2r path cells	14	
critical_path	cell chain of the critical path	inv_1 > o21ai_0 > and2_1 > inv_2 > ha_1 > nand2_1 > o21ai_1 > inv_1 > ha_1 > nor2b_1 > o21a_1 > o21a_1 > mux2_4 > nor2_1 > clkdlybuf4s50_1	
critical_path	Worst EP required	4.00	ns
yosys	post-synth top area share	29.4	%
critical_path	WS Path Type	register to primary output	
power	peak supply drop	0.171	mV
routing	drt drc	0	
placement	area of placed instances	1460	um^2
yosys	Cell Type Count	39	
critical_path	Worst path slowest cell	clkdlybuf4s50_1	
yosys	Mapped Cells	130	
critical_path	Worst setup SP type	register	
timing	hold slack	0.516	ns
floorplanning	Rows	22	
floorplanning	Floorplan Utilization	32.3	%
routing	Wirelength per Cell	10.7	um
timing	Setup TNS	0	ns
timing	Hold Violations, Final	0	
critical_path	R2R Path Start	DP.RF.RegFile[2][1]$_DFFE_PP_	
yosys	Post-synth ARST share	0	%
yosys	Avg Cell Area, Syn	9.43	um^2
finish	area added between synthesis and finish	22.6	%
min_path	WHS Endpoint	CU.CS[1]$_DFF_P_	
cts	Clk pin slew, worst setup/hold paths	0.06	ns
cts	worst-case clock buffer depth	2	
job	tool warnings	26	
critical_path	crit-path max FO	2	
power	Pwr Density	283	nW/um^2
yosys	most frequent cell after synthesis	nand2_1	
finish	Multi-input gate area	641	um^2
critical_path	Critical Path Sink Type	primary output	
floorplanning	# IOs	20	
power	leakage	0.622	nW
cts	root buffer cell	clkbuf_8	
[cell usage in the layout (no fill, tap or decap), types with 2 or more instances in the layout]
cell | netlist | routed
o21a_1 | 3 | 3
nor2_1 | 5 | 5
nand3_1 | 2 | 2
a22o_1 | 3 | 3
ha_1 | 8 | 8
nor3_1 | 2 | 2
inv_1 | 10 | 10
mux2i_1 | 2 | 2
o21ai_0 | 5 | 5
a21oi_1 | 5 | 5
and3_1 | 2 | 2
a21boi_1 | 3 | 3
dlxtn_1 | 7 | 7
edfxtp_1 | 12 | 12
o21ai_1 | 2 | 2
xnor2_1 | 4 | 4
nand2_1 | 16 | 16
mux2_2 | 2 | 2
nand2b_1 | 2 | 2
and3b_1 | 2 | 2
clkbuf_8 | 0 | 3
dfxtp_1 | 3 | 3
clkdlybuf4s50_1 | 0 | 19
nor2b_1 | 6 | 6
and2_1 | 4 | 4
[power by group]
group          leakage [nW]  total, mW  internal [mW]  switching (mW)
Sequential            0.192      0.203          0.176          0.0270
Clock                0.0228     0.0946         0.0563          0.0383
Combinational         0.407      0.128         0.0778          0.0498
[cells by family (layout without fill, tap and decap cells)]
family / after synthesis / after routing / share of synthesized area, %
adder cells (fa/ha/maj): 9 / 9 / 9.80
AND-OR/OR-AND: 26 / 26 / 14.0
flip-flops: 15 / 15 / 34.3
multiplexers: 5 / 5 / 4.69
XOR/XNOR: 5 / 5 / 3.57
AND/OR/NAND/NOR: 47 / 47 / 20.2
buffers and inverters: 16 / 34 / 4.90
latches: 7 / 7 / 8.57
[worst max path at each step]
| stage | endpoint | slack, ns |
|---|---|---|
| 4_1_cts | out[3] | 0.93 |
| 6_report | out[3] | 0.96 |
| 5_1_grt | out[3] | 0.72 |
[area by class of cell]
type	count	share of cell area [%]
clock buffers	4	3.00
inverters	11	2.75
multi-input cells	92	42.6
flip-flops and latches	22	35.0
well taps	48	4.00
repair buffers	19	12.7
[routing by layer]
layer	GRT usage (%)	part of all wire (%)
met5	0	0
met1	14.7	46
met2	18.2	45
met4	2.93	3.3
met3	2.62	5.7
[flip-flops by register name, summed over array words and instances (netlist names)]
| signal | cells |
|---|---|
| CU.control | 7 |
| DP.RF.RegFile | 12 |
| CU.CS | 3 |
[worst register-to-register path: cells and delay by family (launching register included)]
family | cells | cell delay (ns)
AND-OR/OR-AND | 5 | 0.77
adder cells (fa/ha/maj) | 2 | 0.52
buffers and inverters | 3 | 0.16
flip-flops | 1 | 0.34
multiplexers | 1 | 0.27
AND/OR/NAND/NOR | 3 | 0.35
[metrics by stage]
step / util, % / setup slack, ns / instances / total power, mW
floorplan: - / 1.85 / 130 / 0.282
global placement: 38.4 / 1.26 / 192 / 0.332
detailed placement: 38.4 / 1.22 / 192 / 0.333
CTS: 39.6 / 0.933 / 196 / 0.430
global route: 39.6 / 0.719 / 196 / 0.453
finish: 39.6 / 0.959 / 196 / 0.426
Power and IR drop assume default switching activity.
